==> design/flow/design.v <==
module regFile(rout1, rout2, rs1, rs2, rd, inp_data, clk, rst, we);
output [31:0] rout1, rout2;
input [4:0] rd, rs1, rs2;
input [31:0] inp_data;
input clk, rst, we;
reg [31:0] regMem [0:31];
integer i;
initial begin
for(i = 0; i < 31; i=i+1) begin
regMem[i] = 32'd0;
end
end
always@(posedge clk or posedge rst) begin
if(rst) begin
for(i = 0; i <= 31; i=i+1) begin
regMem[i] <= 0;
	end
end
else if(we && (rd != 0)) begin
regMem[rd] <= inp_data;
end
end
assign rout1 = (rs1 != 0) ? regMem[rs1] : 0;
assign rout2 = (rs2 != 0) ? regMem[rs2] : 0;
endmodule
==> design/flow/run.sh <==
#!/bin/bash
# OpenROAD 26Q1-2900-gdf79404cd8, Yosys 0.63+post, stock flow scripts
make -C /OpenROAD-flow-scripts/flow DESIGN_CONFIG=/design/flow/config.mk WORK_HOME=/design/flow/orfs finish
==> design/flow/config.mk <==
export PLATFORM = sky130hd
export DESIGN_NAME = regFile
export DESIGN_NICKNAME = regFile
export VERILOG_FILES = /design/flow/design.v
export SDC_FILE = /design/flow/constraint.sdc
export NUM_CORES = 4
export LEC_CHECK = 1
export CORE_UTILIZATION = 30
==> design/flow/constraint.sdc <==
current_design regFile

set clk_period 5.8
set clk_io_pct 0.2

create_clock -name clk0 -period $clk_period [get_ports {clk}]

set non_clock_inputs [all_inputs -no_clocks]
set_input_delay [expr $clk_period * $clk_io_pct] -clock clk0 $non_clock_inputs
set_output_delay [expr $clk_period * $clk_io_pct] -clock clk0 [all_outputs]
==> job_summary.md <==
### Yosys + OpenROAD results

| Metric | Value |
|---|---|
| FP Rows | 149 |
| Synth Area in Adders | 0% |
| Post-synth cell types | 50 |
| P_leak | 27.3 nW |
| CTS tree | yes |
| Slew headroom | 21.0% |
| Fin. max-slew vios | 0 |
| CTS root buf | clkbuf_16 |
| Switching part of the total power | 29.9% |
| Clk buf depth | 3 |
| Final Cell Area | 60500 um^2 |
| Tot Pwr | between 15 and 20 mW |
| RSZ-0062 raised after global routing | true |
| Beginning of the critical path | rs2[2] |
| Residual DRC | 0 |
| Fin Clk Skew | 0 ns |
| Power per cell area | 329 nW/um^2 |
| Tool warnings | roughly 43 |
| Internal | roughly 14 mW |
| Mapped cell area | 50100 um^2 |
| Worst-path clk slew | 0.06 ns |
| # fillers | 15872 |
| Yosys aoi share | 13.1% |
| XOR/XNOR Area Share | 0% |
| MaxCap Viol Count | 0 |
| VDD IR max | 253 uV |
| Comb power frac | roughly 15% |
| Status | completed |
| Yosys warns | 2 |
| Switching power | 5.96 mW |
| Flops after synth | 992 |
| Crit start category | input pin |
| Final worst path period need | 5.79 ns |
| Clock Power Share | 36.8% |
| Yosys cell count | 4226 |
| Flop pwr share | 48.6% |
| Comb area leader | multiplexers |
| Prevailing post-synth register cell | dfrtp_1 |
| Initial DRC count | 5337 |
| Sequential share of the synthesized area | between 40% and 50% |
| Final core occ | 36.6% |
| Mux area share | 22.7% |
| First-pass GRT wire length | 387000 um |
| Total core area | around 170000 um^2 |
| Drt first pass iters | 23 |
| CP Capture Type | output port |
| Number of flops mapped to enable cells by yosys | 0 |
| Worst hold margin | 0.506 ns |
| Syn-to-layout area delta | 20.7% |
| Post-Syn Instances | 4226 |
| Most frequent cells in the layout | 992 x dfrtp_1, 989 x mux2_2, 649 x a22oi_1 |
| Routed wire length | between 200000 and 300000 um |
| Asr flop ratio synth | 100% |
| Num ports | roughly 110 |
| Reg with most FFs | regMem |
| Setup CP Type | input pin to output port |
| F_max | 173 MHz |
| DR WL met3 | 40600 um |
| Via density | 6.62 |
| CP max FO | 14 |
| Htree depth | 3 |
| Total gr overflow | 0 |
| Post-synthesis simple-gate area fraction | 11.0% |
| Fp util | between 30% and 40% |
| Post-route ant nets | 0 |
| CTS sink count | 992 |
| Max reg flops | 992 |
| Hold_sp | regMem[19][12] |
| Gate Area | 23900 um^2 |
| GR Util All Layers | 34.9% |
| Initial antenna violation count | 35 |
| Syn_area_per_cell | roughly 12 um^2 |
| Top flop regs | regMem x992 |
| Hold Path Class | register to register |
| Met2 WL post-DR | 119000 um |
| Detailed Place HPWL | between 150000 and 200000 um |
| Placer congestion estimate | about 1.1 |
| Mean routed wirelength per cell | 42.8 um |
| Crit path arrival time | 4.63 ns |
| Via count of the first global-routing pass | 43622 |
| RR Startpoint | regMem[20][26] |
| Die width | 411 um |
| Register area | about 25000 um^2 |
| Worst-Skew Late Latency | 0.75 ns |
| Hold Vio Cnt, Final | 0 |
| Top layer in use | met5 |
| Required @ worst endpoint | 4.64 ns |
| Tcrit/Tclk final | 99.9% |
| Final setup fails | 0 |
| Die Y | 411 um |
| CTS buffer count | between 100 and 150 |
| Measured slew at the worst slew-check pin | 1.18 ns |
| Yosys chip area | roughly 50000 um^2 |
| Pin count of the biggest net entering global routing | between 100 and 150 |
| M1 wire length | 105000 um |
| Placed Instance Area | 56600 um^2 |
| IO Port Bufs | 113 |
| Post-CTS Hold Fix Bufs | 0 |
| Via Count | 44452 |
| Commonest non-fill, non-tap cell in the layout | dfrtp_1 |
| Layout cell share with drive strength beyond 1 | 37.9% |
| Chip area | 169000 um^2 |
-- per-layer routing --
layer	up-vias	GRT usage, %
met4	16	21.0
met1	22815	44.6
met3	1187	17.1
met2	3666	47.9
met5	-	0.283
li1	16768	-
-- final timing paths --
path	slack, ns	cells past startpoint	endpoint
min reg2reg	0.51	1	regMem[19][12]
max in group asynchronous	3.36	4	regMem[8][26]
min	0.51	1	regMem[19][12]
min in group asynchronous	0.79	2	regMem[7][29]
max reg2reg	4.85	1	regMem[20][26]
max	0.008	10	rout2[27]
-- synth_stat cells, drive strengths merged (5+ instances only) --
| cell type | count | area share, % |
|---|---|---|
| buf | 129 | 1.3 |
| nor3 | 9 | 0.090 |
| mux2 | 1005 | 23 |
| and3 | 361 | 4.5 |
| clkbuf | 325 | 2.4 |
| and2 | 31 | 0.39 |
| and3b | 7 | 0.12 |
| a22oi | 649 | 9.7 |
| nand4 | 115 | 1.4 |
| a2111oi | 114 | 2.2 |
| nor3b | 14 | 0.21 |
| nor2b | 13 | 0.21 |
| a222oi | 19 | 0.38 |
| nor2 | 51 | 0.38 |
| o21ai | 5 | 0.050 |
| nand2b | 10 | 0.12 |
| dfrtp | 992 | 50 |
| nand3 | 174 | 1.7 |
| or4 | 62 | 0.93 |
| nand2 | 73 | 0.55 |
| a21oi | 6 | 0.060 |
| a22o | 13 | 0.23 |
| a32oi | 10 | 0.17 |
| nand3b | 9 | 0.13 |
-- worst max-delay path: stages --
cell and delay, ns:
dlygate4sd2_1 0.67, buf_4 0.26, nor3b_2 0.08, buf_4 0.27, and3_1 0.23, a2111oi_0 0.55, buf_4 0.21, nand3_1 0.05
or4_1 0.67, clkdlybuf4s50_1 0.46
-- per-stage QoR --
stage	instances	setup TNS (ns)	worst slack [ns]
after floorplan	4226	-8954.12	-9.03
after global placement	6474	-0.565	-0.177
after detailed placement	6474	-0.469	-0.292
after CTS	6676	0	0.0996
after global routing	6683	-0.0202	-0.0202
final	6710	0	0.00796
-- area by class of cell --
type,instances,area share [%]
Sequential cell,992,41.0
Multi-Input combinational cell,2779,39.5
Timing Repair Buffer,517,8.67
Clock buffer,150,5.19
Tap cell,2189,4.53
Clock inverter,52,0.927
Antenna cell,30,0.124
Inverter,1,0.0124
-- cell families (layout without fill, tap and decap cells) --
group / after synthesis / count (layout)
AOI/OAI and AO/OA: 833 / 833
and+or+nand+nor: 938 / 938
DFF: 992 / 992
muxes: 1008 / 1008
other: 0 / 30
buffers and inverters: 455 / 720
-- power groups by stage --
stage	Sequential [mW]	Clock, mW	Combinational (mW)
after CTS	9.60	7.38	2.88
after global routing	9.78	7.60	3.09
final	9.67	7.32	2.92
-- what timing repair did --
item | CTS | global route
gates resized | 2 | 5
endpoints found under the setup margin | 6 | 7
gates cloned | 0 | 0
pin swaps | 0 | 1
setup buffers | 0 | 4
hold endpoints to repair | 0 | 0
Power figures rest on the tool's default switching activity, not on a simulated workload.
