===== flow/design.v =====
module ID_EX(
input clk, rst, flush, MR_in, MW_in, MemtoReg_in, regWE_in, beq_in, bneq_in, bge_in, blt_in, jmp_in, jalr_in, aluSrc_in,
input [6:0] opcode_in, func7_in,
input [31:0] pc_in, imm_in, rout1_in, rout2_in, 
input [2:0] func3_in,
input [4:0] rs1_in, rs2_in, rd_in,
input [3:0] alu_op_in,
output reg MR_out, MW_out, MemtoReg_out, regWE_out, beq_out, bneq_out, bge_out, blt_out, jmp_out, jalr_out, aluSrc_out,
output reg [6:0] opcode_out, func7_out,
output reg [31:0] pc_out, imm_out, rout1_out, rout2_out, 
output reg [2:0] func3_out,
output reg [4:0] rs1_out, rs2_out, rd_out,
output reg [3:0] alu_op_out
);
always@(posedge clk or posedge rst) begin
if(rst) begin
	MR_out <= 0;
	MW_out <= 0;
	MemtoReg_out <= 0;
	regWE_out  <= 0;
	beq_out  <= 0;
	bneq_out <= 0;
	bge_out  <= 0;
	blt_out  <= 0;
	jmp_out  <= 0;
	jalr_out <= 0;
	opcode_out <= 0;
	func7_out  <= 0;
	pc_out    <= 0;
	imm_out   <= 0;
	rout1_out <= 0;
	rout2_out <= 0;
	func3_out <= 0;
	rs1_out <= 0;
	rs2_out <= 0;
	rd_out  <= 0;
	alu_op_out <= 0;
	aluSrc_out <= 0;
end
else if(flush) begin
	MR_out <= 0;
	MW_out <= 0;
	MemtoReg_out <= 0;
	regWE_out  <= 0;
	beq_out  <= 0;
	bneq_out <= 0;
	bge_out  <= 0;
	blt_out  <= 0;
	jmp_out  <= 0;
	jalr_out <= 0;
	opcode_out <= 0;
	func7_out  <= 0;
	pc_out    <= 0;
	imm_out   <= 0;
	rout1_out <= 0;
	rout2_out <= 0;
	func3_out <= 0;
	rs1_out <= 0;
	rs2_out <= 0;
	rd_out  <= 0;
	alu_op_out <= 0;
	aluSrc_out <= 0;
end
else begin
	MR_out <= MR_in;
	MW_out <= MW_in;
	MemtoReg_out <= MemtoReg_in;
	regWE_out  <= regWE_in;
	beq_out  <= beq_in;
	bneq_out <= bneq_in;
	bge_out  <= bge_in;
	blt_out  <= blt_in;
	jmp_out  <= jmp_in;
	jalr_out <= jalr_in;
	opcode_out <= opcode_in;
	func7_out  <= func7_in;
	pc_out    <= pc_in;
	imm_out   <= imm_in;
	rout1_out <= rout1_in;
	rout2_out <= rout2_in;
	func3_out <= func3_in;
	rs1_out <= rs1_in;
	rs2_out <= rs2_in;
	rd_out  <= rd_in;
	alu_op_out <= alu_op_in;
	aluSrc_out <= aluSrc_in;
end
end
endmodule

===== flow/run.sh =====
#!/bin/bash
# OpenROAD 26Q1-2900-gdf79404cd8, Yosys 0.63+post, stock flow scripts
make -C /OpenROAD-flow-scripts/flow DESIGN_CONFIG=/design/flow/config.mk WORK_HOME=/design/flow/orfs finish

===== flow/config.mk =====
export PLATFORM = sky130hd
export DESIGN_NAME = ID_EX
export DESIGN_NICKNAME = ID_EX
export VERILOG_FILES = /design/flow/design.v
export SDC_FILE = /design/flow/constraint.sdc
export NUM_CORES = 4
export LEC_CHECK = 1
export CORE_AREA = 10 10 202 202
export DIE_AREA = 0 0 212 212

===== flow/constraint.sdc =====
current_design ID_EX

set clk_period 1.0
set clk_io_pct 0.2

create_clock -name clk0 -period $clk_period [get_ports {clk}]

set non_clock_inputs [all_inputs -no_clocks]
set_input_delay [expr $clk_period * $clk_io_pct] -clock clk0 $non_clock_inputs
set_output_delay [expr $clk_period * $clk_io_pct] -clock clk0 [all_outputs]

==> results.py <==
# Physical implementation metrics
metrics = {
    "routing": {
        "drc_errors": 0,
        "wirelength_um": 20500,
        "antenna_left": 0,
        "viasPerCell": 3.30,
        "n_antenna_cell": 0,
        "drt-pass1-iter-count": 3,
        "vias": 4068,
        "wl_per_cell_um": 16.6,
        "drtIter0Drc": 131,
    },
    "final_layout": {
        "drive_gt1_share_pct": 31.3,
        "utilization_pct": 26.6,
        "final_cells": 1232,
        "area_growth_syn_to_layout_pct": 74.2,
    },
    "run": {
        "max_cap_violations": 0,
        "warning_count": 28,
    },
    "clocking": {
        "cts_setup_buffers": 0,
        "htreeDepth": 4,
        "clock-root-buffer": "clkbuf_16",
        "clockBufferDepth": 2,
        "cts.sinks": 175,
        "clkSlewWorstSetupHoldPaths_ns": 0.07,
        "cts_tree": "yes",
        "cts-buffers-inserted": 17,
    },
    "power": {
        "p_leak_nw": 4.65,
        "clkPwrFrac_pct": 43.1,
        "p_sw_mw": 3.47,
        "p_sw_share_pct": 21.4,
        "combPwrFrac_pct": 10.5,
        "power.density_nw_per_um2": 1670,
        "peakVddDrop_uv": 1140,
        "p_int_mw": 12.7,
        "seqPwrFrac_pct": 46.4,
    },
    "worst_setup_path": {
        "crit_chain": "buf_2",
        "crit_family": "flip-flops",
        "slowest_delay_ns": 0.44,
        "cp_num_buf_inv": 1,
        "crit_arrival_ns": 1.02,
        "cp.required_ns": 0.80,
        "cp-start-kind": "flop",
        "worstPathMaxFanout": 1,
        "critPathCaptureType": "output port",
        "critical_path_class": "flop to output port",
        "crit_slowest_cell": "dfrtp_2",
    },
    "place": {
        "port_buffers": 352,
        "place_inst": 1202,
        "place_hpwl_um": 16300,
        "gp_congestion": 0.806,
    },
    "sta": {
        "grt_setup_unrepaired": "yes",
        "whs_ns": 0.125,
        "finalSetupViolCount": 175,
        "finalHoldViolCount": 0,
        "fmax_mhz": 819,
        "fin_ws_ns": -0.221,
        "slew_viol_final": 0,
        "slew_headroom_pct": 83.2,
        "tightest_slew_ns": 0.252,
        "min_period_over_period_pct": 122,
        "fin_crit_ns": 1.22,
    },
    "floorplanning": {
        "row_count": 70,
        "fp-utilization_pct": 15.3,
        "die_y_um": 212,
        "pin_count": 353,
        "die_w_um": 212,
        "chipArea_um2": 44900,
        "core_um2": 36500,
    },
    "yosys": {
        "yosys_cells": 370,
        "yosys.area_share.adder_pct": 0,
        "simple_gate_share_pct": 19.7,
        "logic_family": "simple AND/OR/NAND/NOR gates",
        "numSynthFlops": 175,
        "ys_sh_aoi_pct": 0,
        "xor_share_pct": 0,
        "synth.distinct_cells": 5,
        "yosys_area_um2": 5570,
        "synthCells": 370,
        "synth_warnings": 1,
        "syn_area_per_cell_um2": 15.1,
        "synth_seq_share_pct": 78.6,
        "mux_share_pct": 0,
        "syn_area_um2": 5570,
    },
    "global_routing": {
        "grt_pass1_wl_um": 29600,
        "grt_overflow": 0,
        "grt_start_max_net_pins": 39,
        "grt_antenna_before_repair": 2,
        "grt_usage_pct": 8.91,
        "grt_pass1_vias": 4477,
    },
    "min_path": {
        "holdPathEnd": "rout1_out[16]",
        "min_from": "flush",
        "hp-class": "input pin to flop",
        "hold_depth": 2,
    },
    "run_status": {
        "failed_checks": "negative setup slack",
        "status": "complete, but fails checks",
    },
}
==> timing repair <==
item | in CTS | in global routing
gates resized | 576 | 0
hold buffers | 0 | 0
setup endpoints to repair | 175 | 175
==> placed cells by master (no fill, tap or decap), drive strengths merged <==
| master | Yosys | routed |
|---|---|---|
| nor2b | 175 | 175 |
| clkdlybuf4s50 | 0 | 176 |
| clkbuf | 2 | 21 |
| bufinv | 0 | 3 |
| clkinv | 0 | 2 |
| buf | 17 | 207 |
| clkinvlp | 0 | 5 |
| dfrtp | 175 | 175 |
==> sequential cells by signal, summed over array words and instances (netlist names) <==
signal	count
imm_out	32
pc_out	32
rout1_out	32
rout2_out	32
func7_out	7
opcode_out	7
rd_out	5
rs1_out	5
rs2_out	5
alu_op_out	4
func3_out	3
MR_out	1
MW_out	1
MemtoReg_out	1
aluSrc_out	1
beq_out	1
bge_out	1
blt_out	1
bneq_out	1
jalr_out	1
jmp_out	1
regWE_out	1
==> cells in the mapped netlist (all sizes together) <==
library cell | n | area share [%]
buf | 17 | 1.5
nor2b | 175 | 20
dfrtp | 175 | 79
inv | 1 | 0.067
clkbuf | 2 | 0.13
==> per-stage QoR <==
stage | setup WS [ns] | setup TNS [ns] | instance area [µm²] | power, mW
floorplan | -1.44 | -251.76 | 5570 | 8.00
global placement | -0.195 | -0.669 | 9960 | 9.77
detailed placement | -0.173 | -0.529 | 9960 | 9.78
CTS | -0.284 | -26.49 | 9700 | 16.6
global route | -0.295 | -29.23 | 9700 | 17.0
finish | -0.221 | -18.06 | 9700 | 16.2
==> layer usage <==
metal / vias up / part of all wire [%] / global-route usage (%)
li1: 1875 / - / -
met1: 1951 / 39 / 11.0
met2: 226 / 46 / 13.7
met3: 14 / 14 / 5.27
met4: 2 / 1.0 / 0.917
met5: - / 0.064 / 0
==> final cells by class <==
cell class | count | area (µm²)
Multi-Input combinational cell | 175 | 1090
Timing Repair Buffer | 383 | 3020
Clock inverter | 9 | 134
Tap cell | 468 | 586
Sequential cell | 175 | 4380
Fill cell | 3797 | 26800
Inverter | 1 | 7.51
Clock buffer | 21 | 480
==> kinds of logic (layout without fill, tap and decap cells) <==
kind of cell,count (synthesis),after routing
DFF,175,175
and+or+nand+nor,175,175
buffers and inverters,20,414
==> power groups by stage <==
stage | Sequential, mW | Clock [mW] | Combinational, mW
after CTS | 7.52 | 7.28 | 1.77
after global routing | 7.55 | 7.56 | 1.89
final | 7.52 | 6.98 | 1.71
==> worst max-delay path by stage <==
stage	startpoint	end	slack (ns)	cells past startpoint
finish	rout2_out[16]	rout2_out[16]	-0.22	1
global route	rout2_out[16]	rout2_out[16]	-0.29	1
CTS	rout2_out[16]	rout2_out[16]	-0.28	1
No activity file was given, so power comes from the tool's default toggle rates.
